$ cat design/flow/design.v
module ML_engine_RF (
    input  logic [15:0] total_errors,
    input  logic [15:0] read_errors,
    input  logic [15:0] write_errors,
    input  logic [15:0] scrub_errors,
    input  logic [15:0] unique_rows,
    input  logic [15:0] unique_cols,
    input  logic [15:0] max_row_hits,
    input  logic [15:0] max_col_hits,
    input  logic [15:0] error_rate_int,
    output logic [1:0]  final_action
);
logic [1:0] vote_0;
logic [1:0] vote_1;
logic [1:0] vote_2;
logic [1:0] vote_3;
logic [1:0] vote_4;
always_comb begin
  if (scrub_errors <= 4) begin
    if (unique_cols <= 7) begin
      if (max_row_hits <= 5) begin
        vote_0 = 2'd0;
      end else begin
        if (write_errors <= 0) begin
          vote_0 = 2'd1;
        end else begin
          vote_0 = 2'd1;
        end
      end
    end else begin
      if (read_errors <= 39) begin
        if (scrub_errors <= 0) begin
          if (unique_cols <= 11) begin
            if (unique_cols <= 9) begin
              vote_0 = 2'd2;
            end else begin
              vote_0 = 2'd0;
            end
          end else begin
            vote_0 = 2'd2;
          end
        end else begin
          vote_0 = 2'd0;
        end
      end else begin
        if (max_row_hits <= 8) begin
          vote_0 = 2'd0;
        end else begin
          vote_0 = 2'd1;
        end
      end
    end
  end else begin
    if (error_rate_int <= 93) begin
      if (unique_rows <= 5) begin
        if (scrub_errors <= 5) begin
          if (total_errors <= 6) begin
            vote_0 = 2'd0;
          end else begin
            if (total_errors <= 8) begin
              vote_0 = 2'd1;
            end else begin
              vote_0 = 2'd1;
            end
          end
        end else begin
          if (total_errors <= 7) begin
            if (max_col_hits <= 3) begin
              vote_0 = 2'd0;
            end else begin
              vote_0 = 2'd1;
            end
          end else begin
            if (max_row_hits <= 6) begin
              vote_0 = 2'd0;
            end else begin
              vote_0 = 2'd1;
            end
          end
        end
      end else begin
        if (unique_cols <= 45) begin
          if (unique_rows <= 28) begin
            vote_0 = 2'd0;
          end else begin
            if (unique_rows <= 107) begin
              vote_0 = 2'd1;
            end else begin
              vote_0 = 2'd0;
            end
          end
        end else begin
          vote_0 = 2'd1;
        end
      end
    end else begin
      if (max_row_hits <= 4) begin
        if (scrub_errors <= 15) begin
          vote_0 = 2'd0;
        end else begin
          vote_0 = 2'd0;
        end
      end else begin
        vote_0 = 2'd1;
      end
    end
  end
end
always_comb begin
  if (read_errors <= 7) begin
    if (total_errors <= 5) begin
      vote_1 = 2'd0;
    end else begin
      if (max_row_hits <= 5) begin
        vote_1 = 2'd0;
      end else begin
        if (total_errors <= 10) begin
          if (max_row_hits <= 6) begin
            if (unique_rows <= 1) begin
              vote_1 = 2'd1;
            end else begin
              vote_1 = 2'd0;
            end
          end else begin
            if (unique_rows <= 1) begin
              vote_1 = 2'd1;
            end else begin
              vote_1 = 2'd0;
            end
          end
        end else begin
          vote_1 = 2'd1;
        end
      end
    end
  end else begin
    if (unique_cols <= 7) begin
      if (read_errors <= 38) begin
        if (error_rate_int <= 0) begin
          if (unique_rows <= 6) begin
            vote_1 = 2'd1;
          end else begin
            vote_1 = 2'd0;
          end
        end else begin
          if (unique_rows <= 6) begin
            vote_1 = 2'd1;
          end else begin
            if (total_errors <= 4635) begin
              vote_1 = 2'd0;
            end else begin
              vote_1 = 2'd1;
            end
          end
        end
      end else begin
        if (total_errors <= 5077) begin
          if (error_rate_int <= 2) begin
            if (unique_rows <= 50) begin
              vote_1 = 2'd1;
            end else begin
              vote_1 = 2'd0;
            end
          end else begin
            vote_1 = 2'd0;
          end
        end else begin
          vote_1 = 2'd1;
        end
      end
    end else begin
      if (unique_rows <= 3) begin
        vote_1 = 2'd1;
      end else begin
        if (unique_cols <= 50) begin
          if (max_col_hits <= 21) begin
            if (read_errors <= 40) begin
              vote_1 = 2'd2;
            end else begin
              vote_1 = 2'd1;
            end
          end else begin
            if (unique_rows <= 50) begin
              vote_1 = 2'd0;
            end else begin
              vote_1 = 2'd0;
            end
          end
        end else begin
          if (scrub_errors <= 22) begin
            if (unique_rows <= 14) begin
              vote_1 = 2'd1;
            end else begin
              vote_1 = 2'd0;
            end
          end else begin
            vote_1 = 2'd1;
          end
        end
      end
    end
  end
end
always_comb begin
  if (max_row_hits <= 3) begin
    if (scrub_errors <= 0) begin
      vote_2 = 2'd0;
    end else begin
      vote_2 = 2'd0;
    end
  end else begin
    if (unique_rows <= 3) begin
      if (error_rate_int <= 540) begin
        if (max_col_hits <= 5) begin
          if (total_errors <= 8) begin
            if (total_errors <= 6) begin
              vote_2 = 2'd0;
            end else begin
              vote_2 = 2'd0;
            end
          end else begin
            if (scrub_errors <= 9) begin
              vote_2 = 2'd1;
            end else begin
              vote_2 = 2'd1;
            end
          end
        end else begin
          if (total_errors <= 10) begin
            if (unique_rows <= 1) begin
              vote_2 = 2'd1;
            end else begin
              vote_2 = 2'd0;
            end
          end else begin
            vote_2 = 2'd1;
          end
        end
      end else begin
        if (total_errors <= 7) begin
          vote_2 = 2'd0;
        end else begin
          vote_2 = 2'd1;
        end
      end
    end else begin
      if (error_rate_int <= 199) begin
        if (max_row_hits <= 15) begin
          if (error_rate_int <= 21) begin
            vote_2 = 2'd0;
          end else begin
            if (total_errors <= 36) begin
              vote_2 = 2'd0;
            end else begin
              vote_2 = 2'd1;
            end
          end
        end else begin
          if (scrub_errors <= 2) begin
            vote_2 = 2'd0;
          end else begin
            if (total_errors <= 82) begin
              vote_2 = 2'd1;
            end else begin
              vote_2 = 2'd1;
            end
          end
        end
      end else begin
        if (scrub_errors <= 0) begin
          vote_2 = 2'd2;
        end else begin
          if (error_rate_int <= 623) begin
            vote_2 = 2'd2;
          end else begin
            vote_2 = 2'd1;
          end
        end
      end
    end
  end
end
always_comb begin
  if (unique_cols <= 7) begin
    if (error_rate_int <= 0) begin
      if (max_row_hits <= 5) begin
        vote_3 = 2'd0;
      end else begin
        if (unique_rows <= 70) begin
          if (max_row_hits <= 6) begin
            if (unique_rows <= 1) begin
              vote_3 = 2'd1;
            end else begin
              vote_3 = 2'd0;
            end
          end else begin
            vote_3 = 2'd1;
          end
        end else begin
          vote_3 = 2'd0;
        end
      end
    end else begin
      if (write_errors <= 3) begin
        if (total_errors <= 15216) begin
          if (max_col_hits <= 2) begin
            vote_3 = 2'd0;
          end else begin
            if (max_col_hits <= 11) begin
              vote_3 = 2'd1;
            end else begin
              vote_3 = 2'd0;
            end
          end
        end else begin
          if (max_row_hits <= 149) begin
            vote_3 = 2'd1;
          end else begin
            vote_3 = 2'd1;
          end
        end
      end else begin
        vote_3 = 2'd1;
      end
    end
  end else begin
    if (max_row_hits <= 39) begin
      if (read_errors <= 7) begin
        vote_3 = 2'd1;
      end else begin
        if (read_errors <= 42) begin
          if (scrub_errors <= 82) begin
            if (error_rate_int <= 28) begin
              vote_3 = 2'd1;
            end else begin
              vote_3 = 2'd2;
            end
          end else begin
            vote_3 = 2'd1;
          end
        end else begin
          if (unique_rows <= 45) begin
            vote_3 = 2'd1;
          end else begin
            vote_3 = 2'd0;
          end
        end
      end
    end else begin
      if (scrub_errors <= 17) begin
        vote_3 = 2'd1;
      end else begin
        vote_3 = 2'd1;
      end
    end
  end
end
always_comb begin
  if (max_row_hits <= 6) begin
    if (unique_cols <= 7) begin
      if (scrub_errors <= 2) begin
        if (read_errors <= 4) begin
          vote_4 = 2'd0;
        end else begin
          if (total_errors <= 6) begin
            if (scrub_errors <= 0) begin
              vote_4 = 2'd0;
            end else begin
              vote_4 = 2'd1;
            end
          end else begin
            vote_4 = 2'd0;
          end
        end
      end else begin
        if (total_errors <= 6) begin
          if (max_row_hits <= 5) begin
            vote_4 = 2'd0;
          end else begin
            vote_4 = 2'd1;
          end
        end else begin
          vote_4 = 2'd0;
        end
      end
    end else begin
      if (scrub_errors <= 0) begin
        if (read_errors <= 20) begin
          vote_4 = 2'd2;
        end else begin
          vote_4 = 2'd0;
        end
      end else begin
        vote_4 = 2'd0;
      end
    end
  end else begin
    if (unique_rows <= 42) begin
      if (max_col_hits <= 7) begin
        if (total_errors <= 73) begin
          vote_4 = 2'd1;
        end else begin
          if (read_errors <= 59) begin
            if (unique_rows <= 8) begin
              vote_4 = 2'd1;
            end else begin
              vote_4 = 2'd0;
            end
          end else begin
            vote_4 = 2'd1;
          end
        end
      end else begin
        vote_4 = 2'd1;
      end
    end else begin
      if (max_col_hits <= 137) begin
        vote_4 = 2'd2;
      end else begin
        if (total_errors <= 1576) begin
          vote_4 = 2'd0;
        end else begin
          vote_4 = 2'd1;
        end
      end
    end
  end
end
logic [3:0] count_0, count_1, count_2;
logic [1:0] hard_rule_action;
logic [1:0] ml_vote;
always_comb begin
  count_0 = 4'd0; count_1 = 4'd0; count_2 = 4'd0;
  if (vote_0 == 2'd0) count_0 = count_0 + 4'd1;
  if (vote_0 == 2'd1) count_1 = count_1 + 4'd1;
  if (vote_0 == 2'd2) count_2 = count_2 + 4'd1;
  if (vote_1 == 2'd0) count_0 = count_0 + 4'd1;
  if (vote_1 == 2'd1) count_1 = count_1 + 4'd1;
  if (vote_1 == 2'd2) count_2 = count_2 + 4'd1;
  if (vote_2 == 2'd0) count_0 = count_0 + 4'd1;
  if (vote_2 == 2'd1) count_1 = count_1 + 4'd1;
  if (vote_2 == 2'd2) count_2 = count_2 + 4'd1;
  if (vote_3 == 2'd0) count_0 = count_0 + 4'd1;
  if (vote_3 == 2'd1) count_1 = count_1 + 4'd1;
  if (vote_3 == 2'd2) count_2 = count_2 + 4'd1;
  if (vote_4 == 2'd0) count_0 = count_0 + 4'd1;
  if (vote_4 == 2'd1) count_1 = count_1 + 4'd1;
  if (vote_4 == 2'd2) count_2 = count_2 + 4'd1;
  if (max_row_hits >= 64 || (unique_rows * 5 < total_errors)) begin
    hard_rule_action = 2'd1;  
  end else if (error_rate_int >= 50 && unique_cols >= 8) begin
    hard_rule_action = 2'd2;  
  end else begin
    hard_rule_action = 2'd0;  
  end
  if (count_1 >= count_0 && count_1 >= count_2)
    ml_vote = 2'd1;  
  else if (count_2 >= count_0 && count_2 >= count_1)
    ml_vote = 2'd2;  
  else
    ml_vote = 2'd0;  
  final_action = (hard_rule_action != 2'd0) ? hard_rule_action : ml_vote;
end
endmodule
$ cat design/flow/run.sh
#!/bin/bash
# OpenROAD 26Q1-2900-gdf79404cd8, Yosys 0.63+post, stock flow scripts
make -C /OpenROAD-flow-scripts/flow DESIGN_CONFIG=/design/flow/config.mk WORK_HOME=/design/flow/orfs finish
$ cat design/flow/config.mk
export PLATFORM = sky130hd
export DESIGN_NAME = ML_engine_RF
export DESIGN_NICKNAME = ML_engine_RF
export VERILOG_FILES = /design/flow/design.v
export SDC_FILE = /design/flow/constraint.sdc
export NUM_CORES = 4
export LEC_CHECK = 1
export CORE_UTILIZATION = 30
$ cat design/flow/constraint.sdc
current_design ML_engine_RF

set clk_period 12.6
set clk_io_pct 0.2

create_clock -name clk0 -period $clk_period

set non_clock_inputs [all_inputs -no_clocks]
set_input_delay [expr $clk_period * $clk_io_pct] -clock clk0 $non_clock_inputs
set_output_delay [expr $clk_period * $clk_io_pct] -clock clk0 [all_outputs]
==> results_dict.tcl <==
# flow metrics
set metrics [dict create \
    die_h_um 113 \
    crit_end "final_action[1]" \
    drc 0 \
    gp_congestion 0.900 \
    postRouteWirelength_mm 12.3 \
    via_count 4474 \
    startpoint "max_row_hits[8]" \
    yosysWarnings 1 \
    slew_headroom 0.449 \
    rsz0062_at_grt "no" \
    place_inst 825 \
    p_leak_nw 2.07 \
    n_clock_buffer 0 \
    holdWs_ns 6.22 \
    grt_max_degree 14 \
    portBuffers 144 \
    instances_no_fill 825 \
    period_minus_slack_ns 11.41 \
    yosysCellCount 520 \
    cts-resized-gates 0 \
    outcome "finished clean" \
    met2_length_mm 5.38 \
    fp-utilization 0.309 \
    wire_per_inst_um 14.9 \
    sequential_cell_total 0 \
    irDropWorstVdd_uv 19.0 \
    critPathMaxFanout 6 \
    power_density_nw_per_um2 28.8 \
    avgSynthCellArea_um2 7.17 \
    critPathArrivalTime_ns 8.89 \
    drt_pre_antenna_iters 4 \
    finalSetupTns_ns 0 \
    first_global_vias 4068 \
    fin_util 0.445 \
    fmax_mhz 87.6 \
    n_antenna_cell 0 \
    syn_area_um2 3730 \
    maxCapViolCount 0 \
    period_used_share 0.906 \
    drive_gt1_frac 0.0441 \
    holdBufCountCts 0 \
    cp-end-kind "output pin" \
    route.met3.wl_um 804 \
    grt_usage 0.188 \
    chip_area_um2 12900 \
    dp_slack_ns 1.23 \
    yosys_area_um2 3730 \
    hold_path.class "primary input to output pin" \
    overflow 0 \
    synth_top_area_share 0.225 \
    slew_viol_final 0 \
    max_slew.worst_pin.slew_ns 0.822 \
    dp_hpwl_mm 10.7 \
    area_leaders "ha_1, a21oi_1, nor4_1" \
    critical_path_class "primary input to output pin" \
    worst_slack_ns 1.19 \
    ys_types 74 \
    drtIter0Drc 205 \
    finalSetupViolCount 0 \
    start_kind "primary input" \
    ant_nets 0 \
    pin_count 146 \
    hold_viol 0 \
    warning_count 37 \
    area_delta_synth_final_pct 43.8 \
    wl_met1_mm 6.05 \
    top_layer "met4" \
    rows 40 \
    via_per_inst 5.42 \
    syn_inst 520 \
    ys_seq_frac 0 \
    dieWidth_um 113 \
    post-synth-top-area-cell "ha_1" \
    seq_area_um2 0 \
    antenna_found_initial 0 \
    grt_pass1_wl_mm 19.6 \
    crit_required_ns 10.08 \
    core-area_um2 12100 \
    postCtsSetupRepairBufs 0 \
]
[area by class of cell]
type	instances	area, µm²
inverter	33	124
multi-input combinational	478	3570
fill	1214	6700
tap	168	210
timing repair buffer	146	1460
[synthesized netlist by cell type, types with 3 or more instances]
cell and instances:
mux2i_1 6, a21o_1 9, o21a_1 8, a2111o_1 3
o21ai_0 31, mux2_2 6, a31oi_1 7, xor2_1 13
xnor2_1 12, o22ai_1 3, inv_1 32, nor2b_1 7
a21oi_1 32, nand2b_1 9, o2111ai_1 6, o31ai_1 3
nor4_1 25, nor3_1 27, nand2_1 35, ha_1 67
or4_1 7, o211ai_1 7, clkbuf_1 9, nor2_1 34
or4_4 4, o21ai_1 3, nand4_1 10, and4_1 3
a211oi_1 12, nor3b_1 3, nand3_1 22, and3_1 5
nand3b_1 3, a211o_1 7
[cells by family (layout without fill, tap and decap cells)]
logic type,Yosys count,in the layout,share of synthesized area
multiplexers,13,13,0.0372
XOR/XNOR,28,28,0.0738
AND/OR/NAND/NOR,213,213,0.326
buffers and inverters,42,179,0.0423
AND-OR/OR-AND,156,156,0.290
adder cells (fa/ha/maj),68,68,0.230
[worst max-delay path: stages]
cell	delay [ns]
clkdlybuf4s50_1	0.40
nor4_1	0.45
nand4_1	0.31
a311oi_2	0.66
mux2_2	0.27
mux2i_1	0.06
mux2_2	0.29
a211o_1	0.33
and2_1	0.16
ha_1	0.33
xnor2_2	0.25
ha_1	0.27
mux2_2	0.31
ha_1	0.31
mux2_2	0.27
ha_1	0.28
a21oi_1	0.13
nor2b_1	0.06
o21ai_0	0.15
nand2b_1	0.09
o21ai_0	0.14
o21ai_0	0.10
a211oi_1	0.25
clkdlybuf4s50_1	0.50
[worst min path at each step]
stage / startpoint / endpoint / slack, ns / cells past startpoint
after CTS: max_row_hits[14] / final_action[1] / 6.24 / 5
after global routing: max_row_hits[15] / final_action[1] / 6.31 / 5
final: max_row_hits[15] / final_action[1] / 6.22 / 5
[per-layer routing]
layer,global-route usage,up-vias
met5,0,-
met4,0.0140,0
met3,0.0206,8
met2,0.313,136
met1,0.271,2008
li1,-,2322
[report_power, final]
| group | total, mW | switching (mW) | internal, mW |
|---|---|---|---|
| combinational | 0.154 | 0.0720 | 0.0824 |
| clock | 0 | 0 | 0 |
| sequential | 0 | 0 | 0 |
| total | 0.154 | 0.0720 | 0.0824 |
[cells in the final DEF, fill, tap and decap left out, types with 4 or more instances in the layout]
master / Yosys / final
o211ai_1: 7 / 7
or4_1: 7 / 7
nand2b_1: 9 / 9
o2111ai_1: 6 / 6
xor2_1: 13 / 13
mux2_2: 6 / 6
mux2i_1: 6 / 6
a211oi_1: 12 / 12
nor3_1: 27 / 27
a21o_1: 9 / 9
nor2b_1: 7 / 7
nor2_1: 34 / 34
and3_1: 5 / 5
a31oi_1: 7 / 7
o21a_1: 8 / 8
or4_4: 4 / 4
inv_1: 32 / 32
clkdlybuf4s50_1: 0 / 144
nor4_1: 25 / 25
nand3_1: 22 / 22
ha_1: 67 / 67
xnor2_1: 12 / 12
a21oi_1: 32 / 32
o21ai_0: 31 / 31
a211o_1: 7 / 7
nand2_1: 35 / 35
nand4_1: 10 / 10
[metrics by stage]
step,total power [mW],instance area [µm²]
4_1_cts,0.154,5360
3_3_place_gp,0.151,5360
6_report,0.154,5360
2_1_floorplan,0.0800,3730
3_5_place_dp,0.153,5360
5_1_grt,0.173,5360
No activity file was given, so power comes from the tool's default toggle rates.
